==> design/flow/design.v <==
module cla_14bit(clk,rst_n,input_1,input_2,c_in,sum);
parameter ADDR_WIDTH = 14;
input clk;
input rst_n;
input [ADDR_WIDTH-1:0] input_1;
input [ADDR_WIDTH-1:0] input_2;
input c_in;
output [ADDR_WIDTH:0] sum;
wire [ADDR_WIDTH-1:0] a;
wire [ADDR_WIDTH-1:0] b;
assign a = input_1;
assign b = input_2;
wire [ADDR_WIDTH-1:0] p;
wire [ADDR_WIDTH-1:0] g;
wire [ADDR_WIDTH:0] c;
assign p[ADDR_WIDTH-1:0] = a[ADDR_WIDTH-1:0] ^ b[ADDR_WIDTH-1:0];
assign g[ADDR_WIDTH-1:0] = a[ADDR_WIDTH-1:0] & b[ADDR_WIDTH-1:0];
assign c[0] = c_in;
assign c[1] = g[0] | (p[0] & c[0]);
assign c[2] = g[1] | (p[1] & g[0]) | (p[1] & p[0] & c[0]);
assign c[3] = g[2] | (p[2] &  g[1]) | (p[2] & p[1] & g[0]) | (p[2] & p[1] & p[0] & c[0]);
assign c[4] = g[3] | (p[3] &  g[2]) | (p[3] & p[2] &  g[1]) | (p[3] & p[2] & p[1] & g[0]) | (p[3] & p[2] & p[1] & p[0] & c[0]);
assign c[5] = g[4] | (p[4] &  g[3]) | (p[4] & p[3] &  g[2]) | (p[4] & p[3] & p[2] &  g[1]) | (p[4] & p[3] & p[2] & p[1] & g[0]) | (p[4] & p[3] & p[2] & p[1] & p[0] & c[0]);
assign c[6] = g[5] | (p[5] &  g[4]) | (p[5] & p[4] &  g[3]) | (p[5] & p[4] & p[3] &  g[2]) | (p[5] & p[4] & p[3] & p[2] &  g[1]) | (p[5] & p[4] & p[3] & p[2] & p[1] & g[0]) | (p[5] & p[4] & p[3] & p[2] & p[1] & p[0] & c[0]);
assign c[7] = g[6] | (p[6] &  g[5]) | (p[6] & p[5] &  g[4]) | (p[6] & p[5] & p[4] &  g[3]) | (p[6] & p[5] & p[4] & p[3] &  g[2]) | (p[6] & p[5] & p[4] & p[3] & p[2] &  g[1]) | (p[6] & p[5] & p[4] & p[3] & p[2] & p[1] & g[0]) | (p[6] & p[5] & p[4] & p[3] & p[2] & p[1] & p[0] & c[0]);
assign c[8] = g[7] | (p[7] &  g[6]) | (p[7] & p[6] &  g[5]) | (p[7] & p[6] & p[5] &  g[4]) | (p[7] & p[6] & p[5] & p[4] &  g[3]) | (p[7] & p[6] & p[5] & p[4] & p[3] &  g[2]) | (p[7] & p[6] & p[5] & p[4] & p[3] & p[2] &  g[1]) | (p[7] & p[6] & p[5] & p[4] & p[3] & p[2] & p[1] & g[0]) | (p[7] & p[6] & p[5] & p[4] & p[3] & p[2] & p[1] & p[0] & c[0]);
assign c[9] = g[8] | (p[8] &  g[7]) | (p[8] & p[7] &  g[6]) | (p[8] & p[7] & p[6] &  g[5]) | (p[8] & p[7] & p[6] & p[5] &  g[4]) | (p[8] & p[7] & p[6] & p[5] & p[4] &  g[3]) | (p[8] & p[7] & p[6] & p[5] & p[4] & p[3] &  g[2]) | (p[8] & p[7] & p[6] & p[5] & p[4] & p[3] & p[2] &  g[1]) | (p[8] & p[7] & p[6] & p[5] & p[4] & p[3] & p[2] & p[1] & g[0]) | (p[8] & p[7] & p[6] & p[5] & p[4] & p[3] & p[2] & p[1] & p[0] & c[0]);
assign c[10] = g[9] | (p[9] &  g[8]) | (p[9] & p[8] &  g[7]) | (p[9] & p[8] & p[7] &  g[6]) | (p[9] & p[8] & p[7] & p[6] &  g[5]) | (p[9] & p[8] & p[7] & p[6] & p[5] &  g[4]) | (p[9] & p[8] & p[7] & p[6] & p[5] & p[4] &  g[3]) | (p[9] & p[8] & p[7] & p[6] & p[5] & p[4] & p[3] &  g[2]) | (p[9] & p[8] & p[7] & p[6] & p[5] & p[4] & p[3] & p[2] &  g[1]) | (p[9] & p[8] & p[7] & p[6] & p[5] & p[4] & p[3] & p[2] & p[1] & g[0]) | (p[9] & p[8] & p[7] & p[6] & p[5] & p[4] & p[3] & p[2] & p[1] & p[0] & c[0]);
assign c[11] = g[10] | (p[10] &  g[9]) | (p[10] & p[9] &  g[8]) | (p[10] & p[9] & p[8] &  g[7]) | (p[10] & p[9] & p[8] & p[7] &  g[6]) | (p[10] & p[9] & p[8] & p[7] & p[6] &  g[5]) | (p[10] & p[9] & p[8] & p[7] & p[6] & p[5] &  g[4]) | (p[10] & p[9] & p[8] & p[7] & p[6] & p[5] & p[4] &  g[3]) | (p[10] & p[9] & p[8] & p[7] & p[6] & p[5] & p[4] & p[3] &  g[2]) | (p[10] & p[9] & p[8] & p[7] & p[6] & p[5] & p[4] & p[3] & p[2] &  g[1]) | (p[10] & p[9] & p[8] & p[7] & p[6] & p[5] & p[4] & p[3] & p[2] & p[1] & g[0]) | (p[10] & p[9] & p[8] & p[7] & p[6] & p[5] & p[4] & p[3] & p[2] & p[1] & p[0] & c[0]);
assign c[12] = g[11] | (p[11] &  g[10]) | (p[11] & p[10] &  g[9]) | (p[11] & p[10] & p[9] &  g[8]) | (p[11] & p[10] & p[9] & p[8] &  g[7]) | (p[11] & p[10] & p[9] & p[8] & p[7] &  g[6]) | (p[11] & p[10] & p[9] & p[8] & p[7] & p[6] &  g[5]) | (p[11] & p[10] & p[9] & p[8] & p[7] & p[6] & p[5] &  g[4]) | (p[11] & p[10] & p[9] & p[8] & p[7] & p[5] & p[4] &  g[3]) | (p[11] & p[10] & p[9] & p[8] & p[7] & p[6] & p[5] & p[4] & p[3] &  g[2]) | (p[11] & p[10] & p[9] & p[8] & p[7] & p[6] & p[5] & p[4] & p[3] & p[2] &  g[1]) | (p[11] & p[10] & p[9] & p[8] & p[7] & p[6] & p[5] & p[4] & p[3] & p[2] & p[1] & g[0]) | (p[11] & p[10] & p[9] & p[8] & p[7] & p[6] & p[5] & p[4] & p[3] & p[2] & p[1] & p[0] & c[0]);
assign c[13] = g[12] | (p[12] & g[11]) | (p[12] & p[11] &  g[10]) | (p[12] & p[11] & p[10] &  g[9]) | (p[12] & p[11] & p[10] & p[9] &  g[8]) | (p[12] & p[11] & p[10] & p[9] & p[8] &  g[7]) | (p[12] & p[11] & p[10] & p[9] & p[8] & p[7] &  g[6]) | (p[12] & p[11] & p[10] & p[9] & p[8] & p[7] & p[6] &  g[5]) | (p[12] & p[11] & p[10] & p[9] & p[8] & p[7] & p[6] & p[5] &  g[4]) | (p[12] & p[11] & p[10] & p[9] & p[8] & p[7] & p[5] & p[4] &  g[3]) | (p[12] & p[11] & p[10] & p[9] & p[8] & p[7] & p[6] & p[5] & p[4] & p[3] &  g[2]) | (p[12] & p[11] & p[10] & p[9] & p[8] & p[7] & p[6] & p[5] & p[4] & p[3] & p[2] &  g[1]) | (p[12] & p[11] & p[10] & p[9] & p[8] & p[7] & p[6] & p[5] & p[4] & p[3] & p[2] & p[1] & g[0]) | (p[12] & p[11] & p[10] & p[9] & p[8] & p[7] & p[6] & p[5] & p[4] & p[3] & p[2] & p[1] & p[0] & c[0]);
assign c[14] = g[13] | (p[13] & g[12]) | (p[13] & p[12] & g[11]) | (p[13] & p[12] & p[11] &  g[10]) | (p[13] & p[12] & p[11] & p[10] &  g[9]) | (p[13] & p[12] & p[11] & p[10] & p[9] &  g[8]) | (p[13] & p[12] & p[11] & p[10] & p[9] & p[8] &  g[7]) | (p[13] & p[12] & p[11] & p[10] & p[9] & p[8] & p[7] &  g[6]) | (p[13] & p[12] & p[11] & p[10] & p[9] & p[8] & p[7] & p[6] &  g[5]) | (p[13] & p[12] & p[11] & p[10] & p[9] & p[8] & p[7] & p[6] & p[5] &  g[4]) | (p[13] & p[12] & p[11] & p[10] & p[9] & p[8] & p[7] & p[5] & p[4] &  g[3]) | (p[13] & p[12] & p[11] & p[10] & p[9] & p[8] & p[7] & p[6] & p[5] & p[4] & p[3] &  g[2]) | (p[13] & p[12] & p[11] & p[10] & p[9] & p[8] & p[7] & p[6] & p[5] & p[4] & p[3] & p[2] &  g[1]) | (p[13] & p[12] & p[11] & p[10] & p[9] & p[8] & p[7] & p[6] & p[5] & p[4] & p[3] & p[2] & p[1] & g[0]) | (p[13] & p[12] & p[11] & p[10] & p[9] & p[8] & p[7] & p[6] & p[5] & p[4] & p[3] & p[2] & p[1] & p[0] & c[0]);
assign sum[ADDR_WIDTH:0] = {1'b0,p[ADDR_WIDTH-1:0]} ^ c[ADDR_WIDTH:0];
endmodule
==> design/flow/run.sh <==
#!/bin/bash
# OpenROAD 26Q1-2900-gdf79404cd8, Yosys 0.63+post, stock flow scripts
make -C /OpenROAD-flow-scripts/flow DESIGN_CONFIG=/design/flow/config.mk WORK_HOME=/design/flow/orfs finish
==> design/flow/config.mk <==
export PLATFORM = sky130hd
export DESIGN_NAME = cla_14bit
export DESIGN_NICKNAME = cla_14bit
export VERILOG_FILES = /design/flow/design.v
export SDC_FILE = /design/flow/constraint.sdc
export NUM_CORES = 4
export LEC_CHECK = 1
export CORE_AREA = 10 10 86 86
export DIE_AREA = 0 0 96 96
==> design/flow/constraint.sdc <==
current_design cla_14bit

set clk_period 5.3
set clk_io_pct 0.2

create_clock -name clk0 -period $clk_period

set non_clock_inputs [all_inputs -no_clocks]
set_input_delay [expr $clk_period * $clk_io_pct] -clock clk0 $non_clock_inputs
set_output_delay [expr $clk_period * $clk_io_pct] -clock clk0 [all_outputs]
==> Slide: Implementation Results <==
Flow Results at a Glance

Worst setup path
  • Worst Path Arrival: 3.64 ns
  • Crit path buf inv count: 2
  • CP dominant cell by count: clkdlybuf4s50_1
  • CP delay by family, top: AND-OR/OR-AND gates
  • Crit path max fanout: 9
  • Worst-path cell chain: clkdlybuf4s50_1 -> ha_1 -> a21oi_1 -> o21ai_0 -> a21oi_2 -> nand2_1 -> o311ai_0 -> clkdlybuf4s50_1
  • Worst setup SP type: input pin
  • Critical path class: input pin to output pin
  • CP max stage cell: clkdlybuf4s50_1
  • Crit path required time: roughly 4.2 ns
  • Endpoint type of the worst setup path: output pin
  • Worst path max stage delay: about 0.55 ns

Global routing
  • Initial antenna violation count: 0
  • Largest net degree at the start of global routing: 12
  • GRT Util Overall: 0.0643
  • Vias in the first global route: between 1000 and 1500
  • Global-route wire length before repair: between 4 and 5 mm
  • Grt total ovfl: 0

Drt
  • Drt wl/cell: approximately 13 um
  • Inserted Diodes: 0
  • Routed WL: around 3 mm
  • DRC Markers: 0
  • Pre-Repair DR Iteration Count: 4
  • Vias post-DR: 1056
  • Vias/cell: 4.46
  • Iteration-0 DRC Markers: ~61
  • Routed Antenna Nets: 0

Final timing
  • Max Transition Viols Final: 0
  • RSZ-0062 raised after global routing: no
  • Shortest period the worst path allows: roughly 4.7 ns
  • F_max: approximately 0.21 GHz
  • Cycle use final: 0.887
  • Finish-stage setup viols: 0
  • Final worst slack: approximately 0.60 ns
  • Slew at the pin closest to its max-slew limit: 0.380 ns
  • Final hold violations: 0
  • Setup TNS: 0 ns
  • Max-slew headroom: 0.744

Cells and area
  • Final Cell Area: about 1400 um^2
  • Area grow syn2layout: 52.2%
  • FF+latch count: 0
  • Clkbuf count: 0
  • FF+latch area: 0 um^2
  • Layout cell share with drive strength beyond 1: 0.0727

Floorplan
  • Rows: 27
  • Ports: between 40 and 50
  • DIE AREA: ~9200 um^2
  • Fp_density: 0.167
  • Placeable Area: roughly 5500 um^2
  • Die H: approximately 96 um
  • Die W: ~96 um

Yosys
  • Yosys cell types: between 40 and 50
  • Synth Instances: about 130
  • Yosys Chip Area: about 900 um^2
  • Top cells by area, synth: ha_1, a21oi_1, xnor2_1, inv_1, o21ai_0
  • Top-area cell share: 0.203
  • Post-synthesis area per instance: around 7.4 um^2
  • Synthesized cell area: 925 um^2
  • Yosys Warn Count: 0
  • Cells in synth_stat.txt: approximately 130
  • Synth Seq Share: 0
  • Leading area contributor after synthesis: ha_1

Power and ir drop
  • Leakage: approximately 0.56 nW
  • Peak supply drop: about 0.034 mV
  • Power per cell area: 123 nW/um^2
  • Design Power: about 170 uW

Place
  • Place WS: 0.560 ns
  • Area after DPL: 1410 um^2
  • Final Wtd Congestion: 0.848
  • Dpl hpwl: between 2 and 3 mm
  • PortBufs: about 44

Min path
  • WHS Path Cells: 5
  • Worst Hold Class: input pin to output pin
  • HP Start: input_2[0]
  • Hold path endpoint: sum[0]

Clock network
  • Hold buffers post-CTS: 0
  • # Post-CTS Setup Buffers: 0
  • Post-CTS Resized: 0

Outcome
  • Status: complete, no violations

Run
  • Max Cap Viol: 0
  • Tool warning count: 35
[layout by cell type, fill, tap and decap left out, drive strengths merged, types with 2 or more instances in the layout]
cell type | synthesis | routed
and3 | 2 | 2
ha | 15 | 15
a21oi | 17 | 17
xor2 | 3 | 3
a31oi | 2 | 2
nand2 | 6 | 6
nand3 | 5 | 5
nand2b | 2 | 2
o21ai | 9 | 9
clkdlybuf4s50 | 0 | 44
a221oi | 2 | 2
a21o | 4 | 4
o211ai | 2 | 2
nor2 | 6 | 6
nor2b | 2 | 2
xnor2 | 7 | 7
inv | 11 | 11
nor3 | 4 | 4
a41oi | 2 | 2
a32oi | 2 | 2
[per-stage QoR]
step | instances | utilization | hold WS [ns]
2_1_floorplan | 125 | - | 2.29
3_3_place_gp | 237 | 0.254 | 3.21
3_5_place_dp | 237 | 0.254 | 3.22
4_1_cts | 237 | 0.254 | 3.22
5_1_grt | 237 | 0.254 | 3.27
6_report | 237 | 0.254 | 3.21
[logic make-up after synthesis]
family | synth area share
mux | 0.0122
fa+ha+maj | 0.225
xor+xnor | 0.0947
simple gates | 0.211
buf+inv | 0.0961
compound gates | 0.361
[synth_stat cells, types with 2 or more instances]
| cell | count |
|---|---|
| nor2_1 | 6 |
| a21oi_2 | 2 |
| o211ai_1 | 2 |
| nand2_1 | 6 |
| a221oi_1 | 2 |
| o21ai_0 | 7 |
| buf_6 | 3 |
| xor2_1 | 3 |
| inv_1 | 11 |
| nor3_1 | 4 |
| a21o_1 | 3 |
| a32oi_1 | 2 |
| nand2b_1 | 2 |
| nand3_1 | 5 |
| a21oi_1 | 15 |
| xnor2_1 | 7 |
| ha_1 | 15 |
| a31oi_1 | 2 |
[layout make-up]
cell class	instances	area, um^2
inverters	11	41.3
multi-input cells	110	836
fillers	626	4130
repair buffers	44	440
well taps	72	90.1
[worst max path at each step]
stage | start | end | cells past startpoint
CTS | input_1[6] | sum[8] | 8
global route | input_1[6] | sum[8] | 8
finish | input_1[6] | sum[8] | 8
[power breakdown]
part	switching, mW	leakage (nW)	total (mW)	internal (mW)
Sequential	0	0	0	0
Combinational	0.0704	0.560	0.173	0.102
Clock	0	0	0	0
Total	0.0704	0.560	0.173	0.102
[routing by layer]
layer  share of wire  GRT usage  vias to the layer above  routed length (um)
li1                -          -                      558                   -
met1            0.42     0.0832                      466                1260
met2            0.49      0.111                       30                1460
met3           0.079     0.0149                        2                 233
met4          0.0051    0.00369                        0                  15
met5               0          0                        -                   0
Power and IR drop assume default switching activity.
