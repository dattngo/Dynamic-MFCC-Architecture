**design/flow/run.sh**
```bash
#!/bin/bash
# OpenROAD 26Q1-2900-gdf79404cd8, Yosys 0.63+post, stock flow scripts
make -C /OpenROAD-flow-scripts/flow DESIGN_CONFIG=/design/flow/config.mk WORK_HOME=/design/flow/orfs finish
```
**design/flow/config.mk**
```make
export PLATFORM = sky130hd
export DESIGN_NAME = counter_frame_delta
export DESIGN_NICKNAME = counter_frame_delta
export VERILOG_FILES = /design/flow/design.v
export SDC_FILE = /design/flow/constraint.sdc
export NUM_CORES = 4
export LEC_CHECK = 1
export CORE_AREA = 10 10 70 70
export DIE_AREA = 0 0 80 80
```
**design/flow/constraint.sdc**
```tcl
current_design counter_frame_delta

set clk_period 2.6
set clk_io_pct 0.2

create_clock -name clk0 -period $clk_period [get_ports {clk}]

set non_clock_inputs [all_inputs -no_clocks]
set_input_delay [expr $clk_period * $clk_io_pct] -clock clk0 $non_clock_inputs
set_output_delay [expr $clk_period * $clk_io_pct] -clock clk0 [all_outputs]
```
**design/flow/design.v**
```verilog
module counter_frame_delta (clk, rst_n 
                , counter_loop_en
                , counter_loop_value
                , counter_loop_over
                , counter_loop_out
                );
parameter COUNTER_VALUE_WIDTH = 8;
input clk, rst_n, counter_loop_en;
input [COUNTER_VALUE_WIDTH-1 : 0] counter_loop_value;
output [COUNTER_VALUE_WIDTH-1 : 0] counter_loop_out;
output counter_loop_over;
reg [COUNTER_VALUE_WIDTH-1 : 0] dff_out;
wire [COUNTER_VALUE_WIDTH-1 : 0] dff_in,add_out, counter_loop_reg;
assign add_out = counter_loop_reg + 1;
assign dff_in = counter_loop_en ? add_out : dff_out; 
assign counter_loop_reg = ~ counter_loop_over ? dff_out : 8'd0;
assign counter_loop_out = dff_out;
assign counter_loop_over = (dff_out == counter_loop_value) ? 1'b1 : 1'b0;
always@(posedge clk or negedge rst_n) begin
    if (~rst_n) begin 
        dff_out <= 8'd2;
    end
    else begin
        dff_out <= dff_in;
    end
end
endmodule
```
==> run_results.csv <==
group,metric,value,unit
min_path,hold_class,"input pin to async pin",
power_and_ir_drop,finalPower,0.000805,W
critical_path,arrival,2.03,ns
critical_path,crit_required,2.08,ns
clock_network,cts_root_buf,"clkbuf_4",
yosys,syn_area,589,um2
power_and_ir_drop,vdd_drop_max,262,uV
power_and_ir_drop,power_leakage,0.405,nW
drt,wl_per_cell,11.5,um
critical_path,worst-path-max-fanout,2,
clock_network,htreeDepth,1,
floorplan,die_h,80,um
floorplan,initial_core_util,17.3,%
global_routing,grt_pass1_wl,2.62,mm
floorplan,fp-row-count,21,
power_and_ir_drop,power_density,874,nW/um2
global_routing,antenna_found_initial,0,
yosys,ys_top_cells_by_count,"8 x xnor2_1, 7 x dfrtp_1, 4 x inv_1, 4 x nor3_1",
place,place.port_buffers,19,
yosys,synth_cell_types,31,
clock_network,tritoncts,"done",
drt,antenna_cells,0,
yosys,synth_top_flop_cell,"dfrtp_1",
final_layout,fillers,356,
drt,drc,0,
drt,drt-pass1-iter-count,4,
final_layout,reg_top3,"dff_out x8",
global_routing,grt_max_degree,9,
final_layout,drive_gt1_share,23.6,%
final_layout,area_delta_synth_final,56.3,%
yosys,edf_count,0,
critical_path,endpoint_kind,"output port",
global_routing,grt_overflow,0,
place,pre_cts_ws,-0.0703,ns
floorplan,boundaryPins,20,
sta,tightest_slew,0.371,ns
yosys,topCellsByArea,"dfrtp_1 30%, xnor2_1 12%, dfstp_2 4.5%",
drt,ant_nets,0,
floorplan,core,3420,um2
clock_network,clockBufferDepth,2,
critical_path,crit_path_start_kind,"input pin",
yosys,synth_warnings,1,
final_layout,regArea,201,um2
critical_path,reg2reg_depth,10,
critical_path,rrSetupSlack,0.36,ns
place,dp_hpwl,1.27,mm
sta,finalCritPeriodShare,98.0,%
yosys,ys_seq_share,34.2,%
place,gp_congestion,0.854,
yosys,ys.flops,8,
global_routing,grt.total_usage,5.08,%
drt,drt_iter0_markers,42,
drt,viasPerCell,4.15,
sta,rsz0062_at_grt,"false",
yosys,top_cell,"xnor2_1",
clock_network,path_clk_slew,0.05,ns
sta,finalSetupViolations,0,
global_routing,first_global_vias,574,
run_status,status,"finished, final reports clean",
sta,fin_crit,2.55,ns
yosys,ys_async_sr_fraction,100,%
sta,worst_slack,0.0520,ns
critical_path,timing.rr.end,"dff_out[6]",
sta,relSlewSlack,75.2,%
clock_network,insertion_delay,0.25,ns
sta,fin_skew,0.000988,ns
run,warnings,25,
final_layout,largest_reg_flops,8,
run,max_cap_violations,0,
final_layout,logic_area,359,um2
floorplan,dieArea,6400,um2
clock_network,cts_sinks,8,
drt,vias,560,
yosys,synth_top_area_share,29.7,%
floorplan,die_w,80,um
sta,hold_viol,0,
clock_network,numCtsBuffers,3,
critical_path,worstSetupPathType,"input pin to output port",
critical_path,timing.rr.start,"dff_out[1]",
yosys,ys_cells,61,
yosys,avgSynthCellArea,9.66,um2
drt,wirelength,1.56,mm
sta,drv_slew,0,
sta,fmax,392,MHz
sta,tns,0,ns
final_layout,top_register,"dff_out",
yosys,yosys_area,589,um2
yosys,syn_inst,61,
sta,holdWs,0.550,ns
yosys,yosysTopAreaCell,"dfrtp_1",
where the power goes:
group / total [W] / switching, W / internal (W)
Combinational: 0.000414 / 0.000155 / 0.000259
Sequential: 0.000290 / 0.000104 / 0.000187
Clock: 0.000100 / 0.0000415 / 0.0000587
layout make-up:
class	count	share of cell area, %
Timing Repair Buffer	26	27.4
Clock buffer	4	2.85
Tap cell	46	6.25
Multi-Input combinational cell	46	39.0
Sequential cell	8	21.9
Inverter	5	2.58
repair_timing:
action	in CTS	in global routing
gates resized	3	7
pin swaps	6	8
hold buffers	0	0
endpoints found under the hold margin	0	0
setup buffers	2	0
endpoints found under the setup margin	1	1
worst max path at each step:
| stage | start | endpoint | slack [ns] | cells past startpoint |
|---|---|---|---|---|
| after CTS | counter_loop_value[2] | counter_loop_over | 0.008 | 6 |
| after global routing | counter_loop_value[2] | counter_loop_over | 0.003 | 6 |
| final | counter_loop_value[2] | counter_loop_over | 0.05 | 6 |
worst max-delay path: stages:
cell and delay (ns):
clkdlybuf4s50_1 0.50, xnor2_2 0.12, nand4_2 0.11, or2_4 0.27
inv_6 0.05, clkdlybuf4s50_1 0.45
metrics by stage:
stage | utilization (%) | instance area (um2) | std cells
2_1_floorplan | - | 589 | 61
3_3_place_gp | 24.9 | 852 | 129
3_5_place_dp | 24.9 | 852 | 129
4_1_cts | 26.2 | 893 | 135
5_1_grt | 27.0 | 921 | 135
6_report | 27.0 | 921 | 135
logic make-up after synthesis:
kind of cell,synth area share (%)
adder cells (fa/ha/maj),2.12
AND-OR/OR-AND,18.7
flip-flops,34.2
buffers and inverters,7.85
AND/OR/NAND/NOR,21.7
multiplexers,3.61
XOR/XNOR,11.9
metal layers:
layer  track usage (%)  routed length (um)  vias to the layer above
met5                 0                   0                        -
met4             0.176                   0                        0
met3              3.41                 226                        0
met2              7.70                 695                       26
met1              6.17                 637                      256
li1                  -                   -                      278
cell usage in the layout (no fill, tap or decap), types with 4 or more instances in the layout:
master           instances
buf_4                    7
clkdlybuf4s50_1         12
dfrtp_1                  7
dlymetal6s2s_1           5
inv_1                    4
nor3_1                   4
xnor2_1                  6
No activity file was given, so power comes from the tool's default toggle rates.
