File: flow/config.mk
export PLATFORM = sky130hd
export DESIGN_NAME = counter_frame
export DESIGN_NICKNAME = counter_frame
export VERILOG_FILES = /design/flow/design.v
export SDC_FILE = /design/flow/constraint.sdc
export NUM_CORES = 4
export LEC_CHECK = 1
export CORE_AREA = 10 10 70 70
export DIE_AREA = 0 0 80 80
File: flow/constraint.sdc
current_design counter_frame

set clk_period 2.1
set clk_io_pct 0.2

create_clock -name clk0 -period $clk_period [get_ports {clk}]

set non_clock_inputs [all_inputs -no_clocks]
set_input_delay [expr $clk_period * $clk_io_pct] -clock clk0 $non_clock_inputs
set_output_delay [expr $clk_period * $clk_io_pct] -clock clk0 [all_outputs]
File: flow/design.v
module counter_frame (clk, rst_n 
                , counter_loop_en
                , counter_loop_value
                , counter_loop_over
                , counter_loop_out
                );
parameter COUNTER_VALUE_WIDTH = 8;
input clk, rst_n, counter_loop_en;
input [COUNTER_VALUE_WIDTH-1 : 0] counter_loop_value;
output [COUNTER_VALUE_WIDTH-1 : 0] counter_loop_out;
output counter_loop_over;
reg [COUNTER_VALUE_WIDTH-1 : 0] dff_out;
wire [COUNTER_VALUE_WIDTH-1 : 0] dff_in,add_out, counter_loop_reg;
assign add_out = counter_loop_reg + 1;
assign dff_in = counter_loop_en ? add_out : dff_out; 
assign counter_loop_reg = ~ counter_loop_over ? dff_out : 8'd0;
assign counter_loop_out = dff_out;
assign counter_loop_over = (dff_out == counter_loop_value) ? 1'b1 : 1'b0;
always@(posedge clk or negedge rst_n) begin
    if (~rst_n) begin 
        dff_out <= 8'b0;
    end
    else begin
        dff_out <= dff_in;
    end
end
endmodule
File: flow/run.sh
#!/bin/bash
# OpenROAD 26Q1-2900-gdf79404cd8, Yosys 0.63+post, stock flow scripts
make -C /OpenROAD-flow-scripts/flow DESIGN_CONFIG=/design/flow/config.mk WORK_HOME=/design/flow/orfs finish
==> results.py <==
# Auto-generated metrics
metrics = {
    "setup_path": {
        "startpoint_type": "input pin",
        "slowest_stage": "or2_4",
        "crit_type": "input pin to output port",
        "cp.required_ns": 1.68,
        "cp_common_cell": "dlygate4sd2_1",
        "path_delay_family": "buffers and inverters",
        "worstPathCellList": "dlygate4sd2_1 -> xnor2_1 -> nand4_2 -> or2_4 -> inv_6 -> dlygate4sd2_1",
        "max_stage_delay_ns": 0.31,
        "cp.arrival_ns": 1.55,
        "path_max_fanout": 5,
        "critPathBufInv": 3,
        "cp-end-kind": "output port",
    },
    "synthesis": {
        "yosys_warnings": 1,
        "ys_sh_mux_pct": 3.617,
        "netlist_logic_family_top": "simple AND/OR/NAND/NOR gates",
        "yosys_area_sq_um": 588.1,
        "ys_cells": 61,
        "synthSimpleGateAreaFrac_pct": 21.70,
        "synthArstFlopShare_pct": 100.0,
        "edf_count": 0,
        "fa_ha_area_share_pct": 2.128,
        "synth_area_sq_um": 588.1,
        "flop_cell": "dfrtp_1",
        "syn_avg_cell_area_sq_um": 9.640,
        "xor_share_pct": 11.91,
        "numSynthFlops": 8,
        "yosysUniqueCellTypes": 30,
        "syn-instance-count": 61,
        "ys_sh_aoi_pct": 18.72,
        "ys_seq_share_pct": 34.04,
    },
    "floorplanning": {
        "fp_util_pct": 17.22,
        "die_h_um": 80,
        "die_area_sq_um": 6400,
        "die_w_um": 80,
        "core_region_area_sq_um": 3416,
        "io_pins": 20,
        "rows": 21,
    },
    "clocking": {
        "cts_tree": "done",
        "cts-root-buf": "clkbuf_4",
        "ctsHoldBuffers": 0,
        "clock_latency_ns": 0.25,
        "clock-sinks": 8,
        "htree_levels": 1,
        "clockBufferDepth": 2,
        "numCtsBuffers": 3,
        "cts.clk_slew.worst_paths_ns": 0.05,
    },
    "power": {
        "pwr-share-clk_pct": 10.2,
        "intPower_mw": 0.7112,
        "seqPwrFrac_pct": 25.2,
        "power_mw": 1.128,
        "power.density_nw_per_um2": 1150,
        "swShare_pct": 36.97,
        "p_sw_mw": 0.4172,
        "vdd_ir_drop_max_mv": 0.2116,
        "comb_power_share_pct": 64.7,
        "p_leak_nw": 0.4207,
    },
    "final_layout": {
        "largest_register_ffs": 8,
        "final_util_pct": 28.72,
        "regMostFlops": "dff_out",
        "top_regs": "dff_out: 8 flops",
        "nFillCells": 357,
        "final_cells": 142,
        "syn2layout_area_growth_pct": 66.81,
        "layout-drive-gt1-share_pct": 34.38,
    },
    "timing": {
        "timing.final.crit_period_ns": 1.968,
        "final-setup-viol-count": 0,
        "period_used_pct": 93.72,
        "hold_violations": 0,
        "fmax_mhz": 508.1,
        "relSlewSlack_pct": 73.49,
        "tightest_slew_ns": 0.3964,
        "grt_setup_unrepaired": "false",
        "slew_viol_final": 0,
        "fin_tns_setup_ns": 0,
        "fin_skew_ns": 0.005358,
    },
    "routing": {
        "drtAntennaViolNets": 0,
        "drt_wl_total_um": 1773,
        "drc": 0,
        "dr.pass1.iters": 4,
        "wire_per_inst_um": 12.49,
        "antenna_cells": 0,
        "via_count": 610,
        "vias_per_cell": 4.296,
        "drt_iter0_drc": 67,
    },
    "grt": {
        "grt_pass1_wl_um": 2822,
        "overflow": 0,
        "grt_max_degree": 9,
        "grt_pass1_vias": 622,
        "grt_usage_pct": 5.474,
        "antenna_found_initial": 0,
    },
    "run": {
        "drv_cap": 0,
        "warning_count": 25,
    },
    "place": {
        "gp_congestion": 0.8939,
        "portBuffers": 19,
        "placed_cells": 138,
        "dp_hpwl_um": 1393,
    },
    "worst_hold_path": {
        "min_path_type": "input pin to async pin",
    },
    "outcome": {
        "status": "completed",
    },
}
Yosys cell counts, drive strengths merged (2+ instances only):
library cell  n  area, sq um
o31ai         2        20.02
nor3          4        20.02
a21oi         2        10.01
o21ai         2        10.01
nor2          3        11.26
and2          3        18.77
nand2         3        11.26
xnor2         8        70.07
nand4         3        31.28
buf           2        22.52
o221ai        2        17.52
inv           5        23.77
nand3         2        15.01
dfrtp         8        200.2
cells in the final DEF (no fill, tap or decap), types with 2 or more instances in the layout:
cell and count:
nand4_2 2, xnor2_1 4, o21ai_0 2, nand2_1 2, and2_1 3, clkbuf_4 3, dfrtp_1 8, o221ai_1 2
xnor2_2 4, dlygate4sd2_1 9, nor3_1 4, inv_1 4, nor2_1 3, a21oi_1 2, buf_4 15, clkdlybuf4s50_1 10
worst register-to-register path, cell delays in order (launching register included):
cell     delay [ns]
dfrtp_1        0.40
xnor2_2        0.18
nand4_2        0.14
or2_4          0.31
and2_1         0.17
ha_2           0.21
nand2_2        0.09
nor3_1         0.06
o22ai_1        0.16
o31ai_2        0.09
power groups by stage:
| stage | Combinational [mW] | Sequential, mW | Clock [mW] |
|---|---|---|---|
| final | 0.730 | 0.284 | 0.115 |
| after global routing | 0.795 | 0.294 | 0.130 |
| after CTS | 0.700 | 0.274 | 0.121 |
final cells by class:
cell class                 instances  area (sq um)  share of cell area [%]
tap                               46         57.56                   5.867
timing repair buffer              34         291.5                   29.72
clock buffer                       3         22.52                   2.296
sequential                         8         200.2                   20.41
multi-input combinational         46         385.4                   39.29
inverter                           5         23.77                   2.423
path summary, 6_finish.rpt:
kind / from / to / slack (ns) / cells after the start
max in group asynchronous: rst_n / dff_out[5] / 1.35 / 1
setup reg to reg: dff_out[5] / dff_out[6] / 0.17 / 9
setup / recovery: counter_loop_value[6] / counter_loop_over / 0.13 / 6
hold reg to reg: dff_out[7] / dff_out[7] / 0.66 / 2
hold / removal: rst_n / dff_out[3] / 0.46 / 1
min in group clk0: dff_out[7] / dff_out[7] / 0.66 / 2
kinds of logic (layout without fill, tap and decap cells):
logic type / Yosys count / in the layout
DFF: 8 / 8
xor gates and xnor gates: 8 / 8
muxes: 2 / 2
and+or+nand+nor: 21 / 21
adders and majority gates: 1 / 1
AOI/OAI and AO/OA: 14 / 14
buffers and inverters: 7 / 42
per-layer routing:
layer,part of all wire (%),GRT usage (%),wire length [um]
met5,0,0,0
met1,44,6.694,788
met3,12,3.182,216
met2,43,8.427,759
met4,0.45,0.5282,8
through the flow:
step	hold slack, ns	instance area, sq um	worst slack, ns
2_1_floorplan	0.1244	588.1	0.07410
3_3_place_gp	0.6282	918.4	-0.3734
3_5_place_dp	0.6274	918.4	-0.4279
4_1_cts	0.4699	958.4	0.02674
5_1_grt	0.4721	980.9	0.06887
6_report	0.4588	980.9	0.1319
what timing repair did:
item | CTS | global route
setup endpoints to repair | 5 | 3
pin swaps | 12 | 10
buffers inserted | 2 | 0
gates resized | 13 | 4
Power and IR drop assume default switching activity.
