==> flow/design.v <==
module counter_loop_8bit (clk, rst_n 
                , counter_loop_en
                , counter_loop_value
                , counter_loop_over
                , counter_loop_out
                );
parameter COUNTER_VALUE_WIDTH = 8;
input clk, rst_n, counter_loop_en;
input [COUNTER_VALUE_WIDTH-1 : 0] counter_loop_value;
output [COUNTER_VALUE_WIDTH-1 : 0] counter_loop_out;
output counter_loop_over;
reg [COUNTER_VALUE_WIDTH-1 : 0] dff_out;
wire [COUNTER_VALUE_WIDTH-1 : 0] dff_in,add_out, counter_loop_reg;
assign add_out = counter_loop_reg + 1;
assign dff_in = counter_loop_en ? add_out : dff_out; 
assign counter_loop_reg = ~ counter_loop_over ? dff_out : 8'd0;
assign counter_loop_out = dff_out;
assign counter_loop_over = (dff_out == counter_loop_value) ? 1'b1 : 1'b0;
always@(posedge clk or negedge rst_n) begin
    if (~rst_n) begin 
        dff_out <= 8'd0;
    end
    else begin
        dff_out <= dff_in;
    end
end
endmodule
==> flow/run.sh <==
#!/bin/bash
# OpenROAD 26Q1-2900-gdf79404cd8, Yosys 0.63+post, stock flow scripts
make -C /OpenROAD-flow-scripts/flow DESIGN_CONFIG=/design/flow/config.mk WORK_HOME=/design/flow/orfs finish
==> flow/config.mk <==
export PLATFORM = sky130hd
export DESIGN_NAME = counter_loop_8bit
export DESIGN_NICKNAME = counter_loop_8bit
export VERILOG_FILES = /design/flow/design.v
export SDC_FILE = /design/flow/constraint.sdc
export NUM_CORES = 4
export LEC_CHECK = 1
export CORE_AREA = 10 10 70 70
export DIE_AREA = 0 0 80 80
==> flow/constraint.sdc <==
current_design counter_loop_8bit

set clk_period 2.1
set clk_io_pct 0.2

create_clock -name clk0 -period $clk_period [get_ports {clk}]

set non_clock_inputs [all_inputs -no_clocks]
set_input_delay [expr $clk_period * $clk_io_pct] -clock clk0 $non_clock_inputs
set_output_delay [expr $clk_period * $clk_io_pct] -clock clk0 [all_outputs]
==> results.txt <==
Overall global routing resource usage -> 0.0547
Number of sinks driven by the clock tree -> 8
Power Density -> 1150 nW/um^2
Gate count after technology mapping -> 61
Leak pwr -> 0.000421 uW
Setup repair after global routing missed its margin -> false
Required time of the critical path -> 1.68 ns
Worst-path clk slew -> 0.05 ns
Yosys reg bits -> 8
Register Area -> 200 um^2
I/O pin cnt -> 20
Routability congestion estimate -> 0.894
Total negative slack -> 0 ns
Launching element type of the critical path -> primary input
Total of warnings raised by yosys -> 1
Max-slew headroom at the worst pin -> 0.735
Largest net degree at the start of global routing -> 9
Drt first-iter violations -> 67
Worst Skew -> 0.00536 ns
Chip footprint -> 6400 um^2
Cells in synth_stat.txt -> 61
Fmax -> 508 MHz
Wire length of the first global-routing pass -> 2820 um
Drt via density -> 4.30
Log Warnings -> 25
Area reported by Yosys stat -> 588 um^2
Critical path data arrival time -> 1.55 ns
Root Driver -> clkbuf_4
Drt pass-1 iters -> 4
Largest registers ranked by flip-flop count -> dff_out: 8 flops
Half-perimeter wire length after detailed placement -> 1390 um
Antenna fix cells -> 0
Max-capacitance violation count -> 0
Dominant synthesized flop cell -> dfrtp_1
Number of slew-limit violations in the final report -> 0
Worst-case register-to-register setup slack -> 0.17 ns
DRC -> 0
Count of flip-flops with a built-in enable after synthesis -> 0
Width of the die -> 80 um
Critical setup path kind -> in -> out
Mean area per synthesized cell -> 9.64 um^2
Fraction of layout instances using a drive strength above 1 -> 0.344
Measured slew at the worst slew-check pin -> 0.396 ns
Port-buffer cells -> 19
Count of cell types in the netlist -> 30
Layout area overhead -> 66.8%
Max FFs per register -> 8
Share of async-settable or async-resettable flops after synthesis -> 1.00
Total via count in the routed design -> 610
Latest clock arrival within the worst-skew pair -> 0.25 ns
Antenna-violating nets left -> 0
Number of global-route vias before repair -> 622
Multi-input gate area in the final layout -> 385 um^2
Initial antenna violation count -> 0
Setup violation total in the final timing report -> 0
TritonCTS clock tree -> done
Post-layout minimum cycle time -> 1.97 ns
IR drop worst, VDD -> 0.212 mV
Area of the mapped netlist -> 588 um^2
Worst hold path class -> in -> async
Kind of capture point of the worst setup path -> output pin
Number of core rows -> 21
Top logic cell by instance count in the layout -> buf_4
Total of fill cells in the finished design -> 357
Hold violation total from the final report -> 0
Die boundary height -> 80 um
Detailed Route WL -> 1770 um
Number of CTS-inserted buffers -> 3
CTS HTree Levels -> 1
Outcome -> completed
Number of buffers inserted for hold repair after clock tree synthesis -> 0
Total power -> 1130 uW
Global route total overflow -> 0
Detail-routed net length per standard cell -> 12.5 um
Most used cells in the layout excluding fill and tap cells -> buf_4 (15), clkdlybuf4s50_1 (10), dlygate4sd2_1 (9)
Number of buffers on the longest clock path -> 2
Register bank with the most flops -> dff_out
Seq/Total Area, Yosys -> 0.340
Final critical-path share of the clock period -> 0.937
Biggest fanout along the worst timing path -> 5
Floorplan Utilization -> 0.172
Area of the core -> 3420 um^2
[cell families (layout without fill, tap and decap cells)]
logic type	count (synthesis)	in the layout	share of synthesized area
AND-OR/OR-AND	14	14	0.187
XOR/XNOR	8	8	0.119
adder cells (fa/ha/maj)	1	1	0.0213
buffers and inverters	7	42	0.0787
flip-flops	8	8	0.340
multiplexers	2	2	0.0362
AND/OR/NAND/NOR	21	21	0.217
[worst paths after layout]
| check | cells past startpoint | end | start |
|---|---|---|---|
| worst max-delay path | 6 | counter_loop_over | counter_loop_value[6] |
| worst min-delay path | 1 | dff_out[3] | rst_n |
| worst max register to register | 9 | dff_out[6] | dff_out[5] |
| worst min register to register | 2 | dff_out[7] | dff_out[7] |
| max in group asynchronous | 1 | dff_out[5] | rst_n |
| min in group clk0 | 2 | dff_out[7] | dff_out[7] |
[stage by stage]
step	setup WS [ns]	instances	hold slack (ns)	cell area (um^2)	util
detailed placement	-0.428	138	0.627	918	0.269
global route	0.0689	142	0.472	981	0.287
CTS	0.0267	143	0.470	958	0.281
floorplan	0.0741	61	0.124	588	-
global placement	-0.373	138	0.628	918	0.269
finish	0.132	142	0.459	981	0.287
[area by class of cell]
| cell class | count | share of cell area |
|---|---|---|
| Clock buffer | 3 | 0.0230 |
| Inverter | 5 | 0.0242 |
| Multi-Input combinational cell | 46 | 0.393 |
| Sequential cell | 8 | 0.204 |
| Tap cell | 46 | 0.0587 |
| Timing Repair Buffer | 34 | 0.297 |
[power breakdown]
| part | total (uW) | internal, uW | switching (uW) |
|---|---|---|---|
| Combinational | 730 | 422 | 308 |
| Clock | 115 | 65.2 | 49.7 |
| Sequential | 284 | 224 | 59.9 |
| Total | 1130 | 711 | 417 |
[layer usage]
metal  share of wire  GRT usage  wire length (um)  up-vias
met5               0          0                 0        -
met4          0.0045    0.00528                 8        0
met3            0.12     0.0318               216        2
met2            0.43     0.0843               759       30
met1            0.44     0.0669               788      284
li1                -          -                 -      294
[synth_stat cells, types with 2 or more instances]
| cell | count | area (um^2) |
|---|---|---|
| dfrtp_1 | 8 | 200 |
| xnor2_1 | 8 | 70.1 |
| inv_1 | 4 | 15.0 |
| nor3_1 | 4 | 20.0 |
| and2_1 | 3 | 18.8 |
| nand2_1 | 3 | 11.3 |
| nor2_1 | 3 | 11.3 |
| a21oi_1 | 2 | 10.0 |
| buf_6 | 2 | 22.5 |
| nand4_2 | 2 | 25.0 |
| o21ai_0 | 2 | 10.0 |
| o221ai_1 | 2 | 17.5 |
[timing repair]
item,in CTS,in global routing
endpoints found under the setup margin,5,3
buffers inserted,2,0
resized,13,4
pin swaps,12,10
[critical path, stage by stage]
cell	delay, ns
dlygate4sd2_1	0.24
xnor2_1	0.18
nand4_2	0.14
or2_4	0.31
inv_6	0.06
dlygate4sd2_1	0.19
Power figures rest on the tool's default switching activity, not on a simulated workload.
