===== flow/run.sh =====
#!/bin/bash
# OpenROAD 26Q1-2900-gdf79404cd8, Yosys 0.63+post, stock flow scripts
make -C /OpenROAD-flow-scripts/flow DESIGN_CONFIG=/design/flow/config.mk WORK_HOME=/design/flow/orfs finish

===== flow/config.mk =====
export PLATFORM = sky130hd
export DESIGN_NAME = four_mem_cof_ctrl
export DESIGN_NICKNAME = four_mem_cof_ctrl
export VERILOG_FILES = /design/flow/design.v
export SDC_FILE = /design/flow/constraint.sdc
export NUM_CORES = 4
export LEC_CHECK = 1
export CORE_AREA = 10 10 108 108
export DIE_AREA = 0 0 118 118

===== flow/constraint.sdc =====
current_design four_mem_cof_ctrl

set clk_period 3.0
set clk_io_pct 0.2

create_clock -name clk0 -period $clk_period [get_ports {clk}]

set non_clock_inputs [all_inputs -no_clocks]
set_input_delay [expr $clk_period * $clk_io_pct] -clock clk0 $non_clock_inputs
set_output_delay [expr $clk_period * $clk_io_pct] -clock clk0 [all_outputs]

===== flow/design.v =====
module four_mem_cof_ctrl (clk, rst_n
                        , addr_4_mem_in
                        , system_4mem_addr
                        , q_0
                        , q_1
                        , q_2
                        , q_3
                        , system_4mem_cen_sel
                        , system_4mem_wen_in
                        , system_4mem_addr_sel
                        , system_4mem_wen_out
                        , cen_0
                        , cen_1
                        , cen_2
                        , cen_3
                        , addr_4_mem_out
                        , data_4_mem_out
                        );
parameter ADDR_WIDTH_4MEM = 14;
parameter DATA_WIDTH = 32;
input clk, rst_n, system_4mem_addr_sel;
input [ADDR_WIDTH_4MEM-1 : 0] addr_4_mem_in, system_4mem_addr;
input [DATA_WIDTH-1 : 0] q_0, q_1, q_2, q_3;
input system_4mem_wen_in, system_4mem_cen_sel;
output cen_0, cen_1, cen_2, cen_3;
output [DATA_WIDTH-1 : 0] data_4_mem_out;
output [ADDR_WIDTH_4MEM-3 : 0] addr_4_mem_out;
output system_4mem_wen_out;
wire [ADDR_WIDTH_4MEM-1 : 0] addr_4_mem;
wire [1:0] cen_case;
reg [1:0] cen_case_delay;
reg [3:0] cen;
reg [DATA_WIDTH-1 : 0] data_4_mem_out;
assign system_4mem_wen_out = system_4mem_wen_in;
assign addr_4_mem = system_4mem_addr_sel ? addr_4_mem_in : system_4mem_addr;
assign cen_case = addr_4_mem [ADDR_WIDTH_4MEM-1 : ADDR_WIDTH_4MEM-2];
assign {cen_0, cen_1, cen_2, cen_3} = cen;
assign addr_4_mem_out = addr_4_mem [ADDR_WIDTH_4MEM-3 : 0];
always@(cen_case or system_4mem_cen_sel) begin
    if ( ~ system_4mem_cen_sel) begin
        cen <= 4'b0000;
    end
    else begin
    case (cen_case)
        2'b00: begin
            cen <= 4'b1000;
        end    
        2'b01: begin
            cen <= 4'b0100;
        end
        2'b10: begin
            cen <= 4'b0010;
        end
        2'b11: begin
            cen <= 4'b0001;
        end
     endcase
     end
end
always@(posedge clk or negedge rst_n) begin
    if (~rst_n) begin
        cen_case_delay <= 2'd0;
    end
    else begin
        cen_case_delay <= cen_case; 
    end
end
always@(cen_case_delay or q_0 or q_1 or q_2 or q_3) begin
    case (cen_case_delay)
        2'b00: begin
            data_4_mem_out <= q_0;
        end    
        2'b01: begin
            data_4_mem_out <= q_1;
        end
        2'b10: begin
            data_4_mem_out <= q_2;
        end
        2'b11: begin
            data_4_mem_out <= q_3;
        end
   endcase
end
endmodule

==> metrics.sh <==
WORSTHOLDPATHTYPE='primary input to async pin'
YOSYSCHIPAREA_MM2=0.001217
SETUP.WORST_PATH.START_CLASS='primary input'
CTS_BUFFERS=3
REMAINING_DRCS=0
POWER.STATIC_LEAKAGE_uW=0.001170
TIMING.FINAL.WS_SETUP_NS=0.1404
REPORT.FINAL.HOLD_VIOL_COUNT=0
ROUTE.VIAS.TOTAL=1606
CTS_RESIZED=0
MAPPEDNETLISTAREA_MM2=0.001217
LARGEST_REGISTER='cen_case_delay'
CLOCK-ROOT-BUFFER='clkbuf_8'
TRITONCTS='yes'
DRT-INITIAL-DRC-COUNT=49
GLOBAL_ROUTE.USAGE.TOTAL_PCT=10.01
FINAL_MIN_PERIOD_OVER_CLOCK_PERIOD_PCT=95.32
WORST_SETUP_HOLD_PATH_CLK_SLEW_NS=0.03
YOSYS.CELL_TYPES.COUNT=15
PLACE_HPWL_UM=6591
DR.PASS1.ITERS=2
CRIT_PATH_END_KIND='primary output'
PLACE.PORT_BUFFERS=207
SYN_AREA_CELL_UM2=14.85
SYNTH_WARNINGS=1
OPENROAD.WARNINGS=25
VIAS_PER_CELL=3.956
PLACE_WS_NS=0.1358
MAXCAPVIOLCOUNT=0
RSZ0062_AT_GRT='no'
FLOORPLAN.ROWS=35
POWER_PER_CELL_AREA_mW_PER_MM2=191.7
LARGEST_REGISTER_FFS=2
SLEW-LIMIT-HEADROOM_PCT=79.63
SYN-INSTANCE-COUNT=82
YS_SEQ_SHARE_PCT=4.111
WORSTPATHARRIVAL_NS=2.26
RUN_STATUS='completed'
FLOORPLAN.CORE_AREA_MM2=0.009284
CTSHTREEMAXLEVEL=1
FP.DIEH_UM=118
ANTENNADIODECOUNT=0
LAYOUT-AREA-OVERHEAD-VS-SYNTH_PCT=175.0
FLOORPLANUTILIZATION_PCT=13.11
SYNTH-CELLS-YOSYS=82
LAYOUT-DRIVE-GT1-SHARE_PCT=20.22
TOTAL_POWER_DRAW_uW=641.9
DRTANTENNAVIOLNETS=0
SETUP_VIOL=0
TIGHTEST_SLEW_NS=0.3056
WORST_IR_DROP_VDD_mV=0.1379
ANTENNA_VIOLATIONS_BEFORE_REPAIR=0
FP.DIEAREA_MM2=0.01392
FINALWEIGHTEDCONGESTION=0.7432
PLACE_AREA_MM2=0.003303
FINAL.SETUP.TNS_NS=0
DIE_W_UM=118
NUMBER_OF_GLOBAL_ROUTE_VIAS_BEFORE_REPAIR=1848
NUMCLOCKSINKS=2
CRIT_PATH_START='system_4mem_addr[12]'
GRT_FIRST_PASS_WIRELENGTH_UM=11130
YOSYS.AREA.TOP_TYPE_SHARE_PCT=55.50
STDCELL_AREA_MM2=0.003348
IO_PINS=210
LARGESTREGISTERS='cen_case_delay x2'
POST_CTS_BUFFERS=0
FMAX_MHz=349.7
CRITICAL_PATH_REQUIRED_NS=2.40
ROUTED_WIRE_LENGTH_PER_INSTANCE_UM=17.88
FLIP_FLOP_AND_LATCH_COUNT_AFTER_SYNTHESIS=2
GLOBALROUTEOVERFLOWTOTAL=0
WORSTPATHMAXFANOUT=5
LAYOUT_MIN_CYCLE_TIME_NS=2.860
MAX-CLOCK-PATH-BUFFERS=2
WORST-SETUP-PATH-TYPE='primary input to primary output'
POSTCTSHOLDBUFS=0
REPORT.FINAL.SLEW_VIOL_COUNT=0
POST_DETAILED_ROUTING_WIRE_LENGTH_UM=7258
SYNTH_TOP_CELL_BY_AREA='mux4_2'
SYNTHTOPCELLSBYAREA='mux4_2, mux2_2, buf_4'
LARGEST_NET_DEGREE_AT_THE_START_OF_GLOBAL_ROUTING=17
[worst max-delay path by stage]
stage,to,slack (ns)
finish,cen_1,0.14
global route,cen_1,0.05
CTS,cen_1,0.14
[metrics by stage]
| stage | hold slack, ns | utilization (%) | std cells |
|---|---|---|---|
| 6_report | 0.5496 | 36.06 | 406 |
| 5_1_grt | 0.5555 | 36.06 | 406 |
| 4_1_cts | 0.5470 | 36.06 | 406 |
| 3_5_place_dp | 0.7748 | 35.58 | 402 |
| 3_3_place_gp | 0.7711 | 35.58 | 402 |
| 2_1_floorplan | 0.3044 | - | 82 |
[cells by family (layout without fill, tap and decap cells)]
group           count (synthesis)  count (layout)  synth area share (%)
buf+inv                        22             217                 15.93
compound gates                  4               4                 2.467
flops                           2               2                 4.111
simple gates                    8               8                 4.727
mux                            46              46                 72.76
[power by group]
| part | switching [µW] | internal [µW] | total, µW |
|---|---|---|---|
| sequential | 1.94 | 29.5 | 31.4 |
| clock | 23.2 | 90.3 | 113 |
| combinational | 100 | 397 | 497 |
[critical path, stage by stage]
cell and delay, ns:
clkdlybuf4s50_1 0.54, or3b_2 0.45, a21boi_0 0.17, clkdlybuf4s50_1 0.49
[cell type report]
type / count / area, µm²
Tap cell: 129 / 161.4
Clock buffer: 4 / 45.04
Multi-Input combinational cell: 58 / 973.4
Timing Repair Buffer: 213 / 2117
Fill cell: 935 / 5936
Sequential cell: 2 / 51.30
[synth_stat cells]
cell	instances
a21boi_0	3
buf_12	3
buf_2	5
buf_4	13
buf_6	1
dfrtp_1	2
mux2_2	14
mux4_1	2
mux4_2	30
nand3_1	1
nand3b_1	3
nor3_1	1
nor3b_1	1
o21a_1	1
or3b_2	2
[metal layers]
metal,track usage (%),share of wire (%),wire [µm],vias up
met5,0,0,0,-
met2,16.68,48,3486,119
met4,0.2318,0.14,10,0
met3,5.299,12,905,2
li1,-,-,-,738
met1,11.83,39,2855,747
[cell usage in the layout (no fill, tap or decap)]
master	netlist	routed
clkdlybuf4s50_1	0	207
mux4_2	30	30
mux2_2	14	14
buf_4	13	6
nand3b_1	3	3
a21boi_0	3	3
clkbuf_8	0	3
or3b_2	2	2
mux4_1	2	2
nand3_1	1	1
nor3b_1	1	1
nor3_1	1	1
o21a_1	1	1
dfrtp_2	0	1
dfrtp_1	2	1
clkbuf_1	0	1
