`flow/config.mk`:
```
export PLATFORM = sky130hd
export DESIGN_NAME = cla_6bit
export DESIGN_NICKNAME = cla_6bit
export VERILOG_FILES = /design/flow/design.v
export SDC_FILE = /design/flow/constraint.sdc
export NUM_CORES = 4
export LEC_CHECK = 1
export CORE_AREA = 10 10 70 70
export DIE_AREA = 0 0 80 80
```
`flow/constraint.sdc`:
```
current_design cla_6bit

set clk_period 2.8
set clk_io_pct 0.2

create_clock -name clk0 -period $clk_period

set non_clock_inputs [all_inputs -no_clocks]
set_input_delay [expr $clk_period * $clk_io_pct] -clock clk0 $non_clock_inputs
set_output_delay [expr $clk_period * $clk_io_pct] -clock clk0 [all_outputs]
```
`flow/run.sh`:
```
#!/bin/bash
# OpenROAD 26Q1-2900-gdf79404cd8, Yosys 0.63+post, stock flow scripts
make -C /OpenROAD-flow-scripts/flow DESIGN_CONFIG=/design/flow/config.mk WORK_HOME=/design/flow/orfs finish
```
`flow/design.v`:
```
module cla_6bit(clk,rst_n,input_1,input_2,c_in,sum);
parameter ADDR_WIDTH = 6;
input clk;
input rst_n;
input [ADDR_WIDTH-1:0] input_1;
input [ADDR_WIDTH-1:0] input_2;
input c_in;
output [ADDR_WIDTH:0] sum;
wire [ADDR_WIDTH-1:0] a;
wire [ADDR_WIDTH-1:0] b;
assign a = input_1;
assign b = input_2;
wire [ADDR_WIDTH-1:0] p;
wire [ADDR_WIDTH-1:0] g;
wire [ADDR_WIDTH:0] c;
assign p[ADDR_WIDTH-1:0] = a[ADDR_WIDTH-1:0] ^ b[ADDR_WIDTH-1:0];
assign g[ADDR_WIDTH-1:0] = a[ADDR_WIDTH-1:0] & b[ADDR_WIDTH-1:0];
assign c[0] = c_in;
assign c[1] = g[0] | (p[0] & c[0]);
assign c[2] = g[1] | (p[1] & g[0]) | (p[1] & p[0] & c[0]);
assign c[3] = g[2] | (p[2] &  g[1]) | (p[2] & p[1] & g[0]) | (p[2] & p[1] & p[0] & c[0]);
assign c[4] = g[3] | (p[3] &  g[2]) | (p[3] & p[2] &  g[1]) | (p[3] & p[2] & p[1] & g[0]) | (p[3] & p[2] & p[1] & p[0] & c[0]);
assign c[5] = g[4] | (p[4] &  g[3]) | (p[4] & p[3] &  g[2]) | (p[4] & p[3] & p[2] &  g[1]) | (p[4] & p[3] & p[2] & p[1] & g[0]) | (p[4] & p[3] & p[2] & p[1] & p[0] & c[0]);
assign c[6] = g[5] | (p[5] &  g[4]) | (p[5] & p[4] &  g[3]) | (p[5] & p[4] & p[3] &  g[2]) | (p[5] & p[4] & p[3] & p[2] &  g[1]) | (p[5] & p[4] & p[3] & p[2] & p[1] & g[0]) | (p[5] & p[4] & p[3] & p[2] & p[1] & p[0] & c[0]);
assign sum[ADDR_WIDTH:0] = {1'b0,p[ADDR_WIDTH-1:0]} ^ c[ADDR_WIDTH:0];
endmodule
```
==> impl_metrics.ini <==
; generated from flow reports
[final_layout]
fillCellCount = 387
layout.area.seq_sq_um = 0
flops = 0
final_util_pct = 18.5
layout.clock_buffers = 0
share_of_final_layout_standard_cells_stronger_than_drive_strength_1_pct = 29.8
layout-area-overhead-vs-synth_pct = 154

[global_routing]
global_route.overflow_total = 0
grtUsageTotal_pct = 2.73
met2_usage_pct = 3.29
first_pass_grt_wire_length_microns = 1500
met1_routing_resource_usage_after_global_routing_pct = 4.37
grt_max_degree = 4
grt_pass1_vias = 327
grt_use_met3_pct = 1.25
initial_antenna_violation_count = 0
grt.busiest_layer = met1

[job]
drv_cap = 0
openroad.warnings = 35

[placement]
detailed_place_hpwl_microns = 783
gpl.final_weighted_congestion = 0.770
portBuffers = 20

[synthesis]
synthDominantCellAreaShare_pct = 35.2
ys.warnings.count = 0
top_cell_type_by_total_area_after_synthesis = ha_1
ys_area_sq_um = 249
synth_cells = 29
synth_stat.cells = 29
ys_top_cells_by_area = ha_1, xnor2_1, fa_1
mappedNetlistArea_sq_um = 249
yosys.stat.seqShare_pct = 0
yosys.cell_count.top_type = ha_1
synth_top_cells_by_count = ha_1, inv_1, xnor2_1
netlist-cell-type-count = 14
post_synth.cell_area_avg_sq_um = 8.59

[final_timing]
layout_min_cycle_time_ns = 2.71
finalCritPeriodShare_pct = 96.7
tightest_slew_ns = 0.277
report.final.slew_viol_count = 0
hold_viol_final = 0
max_freq_mhz = 369
setup_viol_count_final = 0
grt_setup_unrepaired = no
relSlewSlack_pct = 81.5

[setup_path]
start_kind = input pin
worstPathArrival_ns = 2.15
required_ns = 2.24
critical_path.cell_chain = clkdlybuf4s50_1 > ha_1 > nor2b_1 > a311oi_2 > buf_4 > o21bai_1 > dlygate4sd2_1
path_type_of_the_worst_setup_path = input pin to output pin
worstPathMaxFanout = 3
endpoint_kind = output pin
critical_path.slowest_cell = clkdlybuf4s50_1
worst_path_largest_cell_delay_ns = 0.41

[detailed_routing]
routedWlPerCell_microns = 8.64
drtPass1Iterations = 2
route.vias.total = 292
antennaDiodeCount = 0
vias_per_cell = 2.83
antenna_violating_nets_post_route = 0
drt-initial-drc-count = 2
post-route-drc-count = 0
routed_wl_microns = 890

[run_status]
result_of_the_run = complete, no violations

[floorplanning]
fp.coreArea_sq_um = 3420
die_w_microns = 80
chipArea_sq_um = 6400
floorplan.io_pins = 22
initCoreUtil_pct = 7.29
chipHeight_microns = 80
fp-row-count = 21

[power]
post-layout-total-power_mw = 0.125
ir_worst_vdd_mv = 0.105
static-leakage-power_nw = 0.291
cellPowerDensity_nw_per_um2 = 198

[worst_hold_path]
min_path_cells = 5
timing.hold.worst.class = input pin to output pin

[clocking]
cts-hold-fix-buffers = 0
-- stage by stage --
step / setup TNS (ns) / instances / hold WS [ns] / setup WS, ns / cell area (sq um)
after global placement: -1.51 / 103 / 2.21 / -0.416 / 567
after floorplan: 0 / 29 / 1.30 / 0.660 / 249
final: 0 / 103 / 1.87 / 0.0932 / 632
after global routing: 0 / 103 / 1.93 / 0.0100 / 632
after detailed placement: -1.50 / 103 / 2.21 / -0.416 / 567
after CTS: 0 / 103 / 1.88 / 0.0227 / 624
-- cell type report --
class | count | area [sq um] | share of cell area (%)
inverter | 5 | 18.8 | 2.97
timing repair buffer | 28 | 255 | 40.4
multi-input combinational | 24 | 300 | 47.5
tap | 46 | 57.6 | 9.11
-- placed cells by master, fill, tap and decap left out --
cell type and instances:
a311oi_2 1, a21o_2 1, dlymetal6s2s_1 3, clkdlybuf4s50_1 7
o21bai_4 1, inv_1 5, a21oi_1 2, xnor2_1 3
o21ai_4 1, ha_1 4, xor2_1 1, o21bai_1 1
dlygate4sd2_1 10, a211oi_4 1, buf_4 8, nor2_2 1
ha_4 3, a211oi_1 1, fa_1 1, nor2b_1 1
nor2_1 1
-- per-layer routing --
metal  share of wire [%]  vias up
li1                    -      156
met1                  60      116
met2                  25       20
met3                  14        0
met4                   0        0
met5                   0        -
-- where the power goes --
part | total [mW] | internal (mW) | switching [mW]
clock | 0 | 0 | 0
combinational | 0.125 | 0.0826 | 0.0426
sequential | 0 | 0 | 0
total | 0.125 | 0.0826 | 0.0426
-- worst max-delay path, delay by kind of cell --
| kind | cells | cell delay (ns) |
|---|---|---|
| simple gates | 1 | 0.15 |
| compound gates | 2 | 0.30 |
| buf+inv | 3 | 0.81 |
| fa+ha+maj | 1 | 0.33 |
-- worst paths after layout --
check	startpoint	to	slack, ns
setup / recovery	input_1[4]	sum[6]	0.09
hold / removal	input_1[3]	sum[4]	1.87
-- cell families after synthesis --
logic type                 share of synthesized area [%]
AOI/OAI and AO/OA                                   29.6
xor gates and xnor gates                            14.1
adders and majority gates                           43.2
buffers and inverters                               7.54
and+or+nand+nor                                     5.53
-- what timing repair did --
item,in CTS,in global routing
gates resized,20,3
setup endpoints to repair,5,3
pin swaps,10,1
buffers inserted,1,0
Power figures rest on the tool's default switching activity, not on a simulated workload.
